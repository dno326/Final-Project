==> flow/design.v <==
`timescale 1ns / 1ps
module calculator (
    input [3:0] A,         
    input [3:0] B,         
    input [2:0] op,        
    input clk, reset,             
    output reg [6:0] seg,  
    output reg [3:0] digit_select  
);
    reg [7:0] result_bin;     
    reg [3:0] current_digit;  
    reg [15:0] counter;       
    always @(*) begin
        case (op)
            3'b000: result_bin = A + B;              
            3'b001: result_bin = A - B;              
            3'b010: result_bin = A * B;              
            3'b011: result_bin = (B != 0) ? A / B : 8'b00000000;  
            3'b100: result_bin = {4'b0000, A & B};   
            3'b101: result_bin = {4'b0000, A | B};   
            3'b110: result_bin = {4'b0000, A ^ B};   
            3'b111: result_bin = {4'b0000, ~A};      
            default: result_bin = 8'b00000000;
        endcase
    end
    always @(posedge clk) begin
        counter <= counter + 1;
        if (counter == 16'h61A8) begin  
            digit_select[1:0] <= ~digit_select[1:0];  
            counter <= 16'd0;
        end
        if (reset) begin
            counter <= 16'd0;
            digit_select <= 4'b1110;
        end
    end
    always @(*) begin
        if (digit_select == 4'b1110) begin
            current_digit = result_bin[3:0];  
        end else begin
            current_digit = result_bin[7:4];  
        end
    end
    always @(*) begin
        case (current_digit)
            4'b0000: seg = 7'b1000000;  
            4'b0001: seg = 7'b1111001;  
            4'b0010: seg = 7'b0100100;  
            4'b0011: seg = 7'b0110000;  
            4'b0100: seg = 7'b0011001;  
            4'b0101: seg = 7'b0010010;  
            4'b0110: seg = 7'b0000010;  
            4'b0111: seg = 7'b1111000;  
            4'b1000: seg = 7'b0000000;  
            4'b1001: seg = 7'b0010000;  
            4'b1010: seg = 7'b0001000;  
            4'b1011: seg = 7'b0000011;  
            4'b1100: seg = 7'b1000110;  
            4'b1101: seg = 7'b0100001;  
            4'b1110: seg = 7'b0000110;  
            4'b1111: seg = 7'b0001110;  
            default: seg = 7'b1111111;  
        endcase
    end
endmodule
==> flow/run.sh <==
#!/bin/bash
# OpenROAD 26Q1-2900-gdf79404cd8, Yosys 0.63+post, stock flow scripts
make -C /OpenROAD-flow-scripts/flow DESIGN_CONFIG=/design/flow/config.mk WORK_HOME=/design/flow/orfs finish
==> flow/config.mk <==
export PLATFORM = sky130hd
export DESIGN_NAME = calculator
export DESIGN_NICKNAME = calculator
export VERILOG_FILES = /design/flow/design.v
export SDC_FILE = /design/flow/constraint.sdc
export NUM_CORES = 4
export LEC_CHECK = 1
export CORE_UTILIZATION = 40
==> flow/constraint.sdc <==
current_design calculator

set clk_period 6.1
set clk_io_pct 0.2

create_clock -name clk0 -period $clk_period [get_ports {clk}]

set non_clock_inputs [all_inputs -no_clocks]
set_input_delay [expr $clk_period * $clk_io_pct] -clock clk0 $non_clock_inputs
set_output_delay [expr $clk_period * $clk_io_pct] -clock clk0 [all_outputs]
==> results.json <==
{
  "status": "finished, violations left",
  "failed_checks": "setup timing",
  "worstSkewPairLatency_ns": 0.25,
  "io_buffers": 21,
  "edf_count": 0,
  "ys.flops": 18,
  "syn-instance-count": 445,
  "drv_slew": 0,
  "ys_seq_share_pct": 10.33,
  "vdd_ir_drop_max_mv": 0.1654,
  "log.warning_count": 46,
  "drt_iter0_drc": 163,
  "utilization_pct": 65.41,
  "critPathMaxFanout": 5,
  "grt_pass1_vias": 3620,
  "min_path_type": "reg -> reg",
  "final_cell_area_um2": 5455,
  "setup_viol": 7,
  "drc": 0,
  "tightestPinTransition_ns": 0.9669,
  "ys_cells": 445,
  "reg2reg_depth": 5,
  "drtAntennaViolNets": 0,
  "yosys_area_um2": 3488,
  "setup_ws_ns": -4.576,
  "synth.avg_cell_area_um2": 7.839,
  "min_period_over_period_pct": 175.0,
  "ios": 24,
  "dp.final_hpwl_um": 7859,
  "clkTransAtPathRegs_ns": 0.06,
  "rsz0062_at_grt": "true",
  "hold_viol": 0,
  "drive_gt1_share_pct": 39.43,
  "grt_antenna_before_repair": 0,
  "chipArea_um2": 9098,
  "cts_max_level": 1,
  "drt_pass1_iterations": 4,
  "grt_max_degree": 17,
  "leakage_nw": 2.511,
  "fp_util_pct": 41.82,
  "cp.arrival_ns": 9.46,
  "relSlewSlack_pct": 34.95,
  "numCtsBuffers": 3,
  "path_class": "in -> out",
  "num_rows": 33,
  "worst_path_most_repeated_cell": "buf_4",
  "async_flop_share_pct": 0,
  "slowest_delay_ns": 0.36,
  "skew_ns": 0.001848,
  "via_per_inst": 5.286,
  "placed_cell_area_um2": 4787,
  "start_kind": "input pin",
  "wirelength_um": 10760,
  "cts_tree": "yes",
  "area_delta_synth_final_pct": 56.38,
  "syn-cell-area_um2": 3488,
  "yosys_warnings": 1,
  "grt_overflow": 0,
  "min_period_ns": 10.68,
  "clk_path_buf_depth": 2,
  "cts_root_buffer": "clkbuf_8",
  "n_antenna_cell": 0,
  "ff_type": "dfxtp_1",
  "ctsHoldBuffers": 0,
  "wire_per_inst_um": 14.66,
  "die_h_um": 95.39,
  "synth_cell_type_count": 73,
  "critPathRequiredTime_ns": 4.88,
  "die_x_um": 95.39,
  "max_cap_violations": 0,
  "p_per_area_nw_per_um2": 204.7,
  "cts_sinks": 18,
  "crit_path_top_delay_cell": "a211o_4",
  "routed-via-count": 3880,
  "grt_use_total_pct": 24.36,
  "whs_path_depth": 1,
  "grt_pass1_wl_um": 17140,
  "crit_path_end_kind": "primary output",
  "fmax_mhz": 93.67,
  "routabilityCongestion": 0.9460,
  "setup_tns_ns": -31.01,
  "design.core.area_um2": 8341
}
==> power by group <==
part	switching, mW	internal (mW)	total, mW
clock	0.0363	0.0572	0.0936
sequential	0.00154	0.119	0.121
combinational	0.395	0.508	0.903
==> cells by family (layout without fill, tap and decap cells) <==
group / count (synthesis) / after routing / share of synthesized area, %
AND/OR/NAND/NOR: 162 / 162 / 23.60
AND-OR/OR-AND: 115 / 115 / 24.32
adder cells (fa/ha/maj): 67 / 67 / 25.32
buffers and inverters: 40 / 220 / 4.734
XOR/XNOR: 26 / 26 / 6.528
flip-flops: 18 / 18 / 10.33
multiplexers: 15 / 15 / 4.950
other: 2 / 6 / 0.2153
==> critical path, delay by kind of cell <==
family          cells  cell delay (ns)
fa+ha+maj           4             0.98
simple gates        4             0.47
buf+inv            30             3.72
mux                 3             0.58
compound gates     15             2.47
==> layout by cell type, fill, tap and decap left out, drive strengths merged, types with 6 or more instances in the layout <==
master / Yosys / layout
clkdlybuf4s50: 0 / 10
conb: 2 / 6
xnor2: 14 / 14
nand2b: 12 / 12
o21ai: 25 / 25
a21oi: 24 / 24
ha: 61 / 61
nor3: 19 / 19
mux2i: 9 / 9
buf: 3 / 173
inv: 31 / 28
nor2: 55 / 55
nand2: 29 / 29
o21a: 11 / 11
o211ai: 7 / 7
xor2: 12 / 12
and3: 7 / 7
dfxtp: 18 / 18
fa: 6 / 6
nand3: 12 / 12
nand4: 6 / 6
==> state kept, by name, indices dropped and copies added, names as in the netlist <==
| name | count |
|---|---|
| digit_select | 2 |
| counter | 16 |
==> worst paths after layout <==
kind                                  start          end  slack [ns]
worst min-delay path             counter[0]   counter[0]        0.47
worst min register to register   counter[0]   counter[0]        0.47
worst max-delay path                   B[0]       seg[3]       -4.58
worst max register to register  counter[10]  counter[12]        4.13
==> repair_timing <==
action / CTS / global route
setup endpoints to repair: 7 / 7
setup buffers: 48 / 13
pin swaps: 38 / 40
resized: 58 / 22
==> routing by layer <==
layer	global-route usage, %	routed length [um]	up-vias
met4	2.114	83	0
li1	-	-	1991
met3	2.676	488	8
met5	0	0	-
met1	37.33	5417	1791
met2	38.69	4767	90
==> area by class of cell <==
type / instances / area, um^2
inverters: 32 / 131.4
fillers: 658 / 2885
repair buffers: 184 / 1419
clock buffers: 4 / 55.05
well taps: 105 / 131.4
flip-flops and latches: 18 / 360.3
multi-input cells: 391 / 3358
==> through the flow <==
step | total power [mW] | worst slack, ns | hold slack, ns | cells
detailed placement | 0.8425 | -5.174 | 0.4544 | 671
finish | 1.117 | -4.576 | 0.4719 | 734
CTS | 1.050 | -4.510 | 0.4753 | 723
floorplan | 0.5578 | -4.339 | 0.4258 | 449
global route | 1.211 | -5.050 | 0.5034 | 734
global placement | 0.8355 | -4.923 | 0.4397 | 671
==> cells in the mapped netlist (all sizes together), types with 4 or more instances <==
library cell / n / area (um^2)
o21ai: 25 / 125.1
nand3: 12 / 60.06
nor2: 55 / 206.5
xnor2: 14 / 122.6
o21a: 11 / 82.58
nand2b: 12 / 75.07
mux2i: 9 / 90.09
clkbuf: 5 / 18.77
o211ai: 7 / 52.55
and3: 7 / 43.79
nor3: 19 / 100.1
dfxtp: 18 / 360.4
a21oi: 24 / 120.1
o31ai: 5 / 51.30
xor2: 12 / 105.1
nand2: 29 / 108.9
nand4: 6 / 43.79
ha: 61 / 763.2
mux2: 5 / 60.05
a211oi: 4 / 30.03
fa: 6 / 120.1
inv: 31 / 116.4
a21o: 5 / 37.54
Power is estimated from default activity; no workload was simulated.
